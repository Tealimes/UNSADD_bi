$ cat flow/run.sh
#!/bin/bash
# OpenROAD 26Q1-2900-gdf79404cd8, Yosys 0.63+post, stock flow scripts
make -C /OpenROAD-flow-scripts/flow DESIGN_CONFIG=/design/flow/config.mk WORK_HOME=/design/flow/orfs finish
$ cat flow/config.mk
export PLATFORM = sky130hd
export DESIGN_NAME = sobolrng
export DESIGN_NICKNAME = sobolrng
export VERILOG_FILES = /design/flow/design.v
export SDC_FILE = /design/flow/constraint.sdc
export NUM_CORES = 4
export LEC_CHECK = 1
export CORE_AREA = 10 10 82 82
export DIE_AREA = 0 0 92 92
$ cat flow/constraint.sdc
current_design sobolrng

set clk_period 1.8
set clk_io_pct 0.2

create_clock -name clk0 -period $clk_period [get_ports {iClk}]

set non_clock_inputs [all_inputs -no_clocks]
set_input_delay [expr $clk_period * $clk_io_pct] -clock clk0 $non_clock_inputs
set_output_delay [expr $clk_period * $clk_io_pct] -clock clk0 [all_outputs]
$ cat flow/design.v
module sobolrng_core #(
    parameter BITWIDTH = 8
) (
    input wire iClk,  
    input wire iRstN,  
    input wire iEn,
    input wire iClr,
    input wire [BITWIDTH - 1: 0] iOneHot,  
    input wire [BITWIDTH*BITWIDTH - 1: 0] dirVec,
    output reg [BITWIDTH - 1: 0] oRand  
);
    wire [BITWIDTH * BITWIDTH - 1: 0] orVec;
    wire [BITWIDTH - 1: 0] vec;
    assign orVec[BITWIDTH - 1: 0] = iOneHot[0] ? dirVec[BITWIDTH - 1: 0] : 0;
    genvar i;
    generate 
        for(i = 1; i < BITWIDTH; i = i + 1) begin
            assign orVec[(i+1)*BITWIDTH-1:i*BITWIDTH] = orVec[i*BITWIDTH-1:(i-1)*BITWIDTH] | (iOneHot[i] ? dirVec[(i+1)*BITWIDTH-1 : i*BITWIDTH] : 0);
        end
    endgenerate
    assign vec = orVec[BITWIDTH*BITWIDTH - 1: (BITWIDTH-1)*BITWIDTH];
    always@(posedge iClk or negedge iRstN) begin
        if(~iRstN) begin
            oRand <= 0;
        end else begin
            if(iClr) begin
                oRand <= 0;
            end else begin
                if(iEn) begin
                    oRand <= oRand ^ vec;
                end else begin 
                    oRand <= oRand;
                end 
            end 
        end
    end
endmodule
module lsz # (
    parameter BITWIDTH = 4,
    parameter LOGBITWIDTH = $clog2(BITWIDTH)  
) (
    input wire [BITWIDTH - 1: 0] iGrey,  
    output wire [BITWIDTH - 1: 0] oOneHot,  
    output reg [LOGBITWIDTH - 1: 0] lszIdx  
);
    wire [BITWIDTH - 1: 0] tc;  
    genvar i;
    assign tc[0] = ~iGrey[0]; 
    generate 
        for (i = 1; i < BITWIDTH; i = i + 1) begin
            assign tc[i] = tc[i - 1] | ~iGrey[i];
        end
    endgenerate
    genvar j;
    assign oOneHot[0] = tc[0];
    generate 
        for(j = 1; j < BITWIDTH; j = j + 1) begin
            assign oOneHot[j] = tc[j - 1] ^ tc[j];
        end
    endgenerate
    always@(*) begin
        case(oOneHot)
            'd1 : lszIdx = 'd0;
            'd2 : lszIdx = 'd1;
            'd4 : lszIdx = 'd2;
            'd8 : lszIdx = 'd3;
            'd16 : lszIdx = 'd4;
            'd32 : lszIdx = 'd5;
            'd64 : lszIdx = 'd6;
            'd128 : lszIdx = 'd7;
            'd256 : lszIdx = 'd8;
            'd512 : lszIdx = 'd9;
            default : lszIdx = 'd0;
        endcase
    end
endmodule
module cntwithen #(
    parameter BITWIDTH = 4  
) (
    input wire iClk,  
    input wire iRstN,  
    input wire iEn, 
    input wire iClr, 
    output reg [BITWIDTH - 1:0] oCnt
);
    always@(posedge iClk or negedge iRstN) begin
        if(~iRstN) begin
            oCnt <= 0;
        end else begin
            if(iClr) begin
                oCnt <= 0;
            end else begin
                oCnt <= oCnt + iEn;
            end
        end
    end
endmodule
module sobolrng #(
    parameter BITWIDTH = 8
) (
    input wire iClk,  
    input wire iRstN,  
    input wire iEn, 
    input wire iClr, 
    output wire [BITWIDTH - 1: 0] sobolseq
);
    wire [BITWIDTH - 1: 0] cntNum;
    wire [BITWIDTH - 1: 0] oneHot;
    wire [BITWIDTH*BITWIDTH - 1: 0] dirVec;
    cntwithen #(
        .BITWIDTH(BITWIDTH)
    ) u_cntwithen (
        .iClk(iClk),
        .iRstN(iRstN),
        .iEn(iEn),
        .iClr(iClr),
        .oCnt(cntNum)
    );
    lsz #(
        .BITWIDTH(BITWIDTH)
    ) u_lsz (
        .iGrey(cntNum),
        .oOneHot(oneHot),
        .lszIdx()
    );
        assign dirVec[1*BITWIDTH-1 : 0*BITWIDTH] = 'd128;
        assign dirVec[2*BITWIDTH-1 : 1*BITWIDTH] = 'd64;
        assign dirVec[3*BITWIDTH-1 : 2*BITWIDTH] = 'd32;
        assign dirVec[4*BITWIDTH-1 : 3*BITWIDTH] = 'd16;
        assign dirVec[5*BITWIDTH-1 : 4*BITWIDTH] = 'd8;
        assign dirVec[6*BITWIDTH-1 : 5*BITWIDTH] = 'd4;
        assign dirVec[7*BITWIDTH-1 : 6*BITWIDTH] = 'd2;
        assign dirVec[8*BITWIDTH-1 : 7*BITWIDTH] = 'd1;
    sobolrng_core #(
        .BITWIDTH(BITWIDTH)
    ) u_sobolrng_core (
        .iClk(iClk),
        .iRstN(iRstN),
        .iEn(iEn),
        .iClr(iClr),
        .iOneHot(oneHot),
        .dirVec(dirVec),
        .oRand(sobolseq)
    );
endmodule
==> results.txt <==
run results: outcome=complete, no violations, post-synthesis instance total=71, Cell area leaders=dfrtp_1 53%, a21oi_1 6.0%, o21ai_0 4.0%, measured slew at the worst slew-check pin=232 ps, Tcrit/Tclk final=0.921, Cell variety after synth=22, CTS tree=yes, Final Slew Violations=0, max_cap viols=0, DRT Wirelength=1590 um, OpenROAD warning count=25, Post-Layout Inst Area=0.00105 mm2, VDD IR max=0.636 mV, crit path launch=iEn, Late-Pin Clk Latency=250 ps, Yosys chip area=752 um2, clk_skew=0.412 ps, Max-area cell share=0.532, fraction of registers with async set/reset=1.00, vias per cell=3.72, routed vias=602, Worst Setup EP=u_sobolrng_core.oRand[0]$_DFFE_PN0P_, share of layout cells above drive strength 1=0.185, H-tree depth=1, Power per Cell Area=716 mW/mm2, Clock Path Buffers=2, DRC viols=0, maximum number of pins on one net before global-route repair=17, aoi share=0.130, Internal=0.000597 W, and+or+nand+nor area frac=0.231, Static Leak=0.410 nW, die area=0.00846 mm2, Crit Path Category=in -> reg, register area=400 um2, fa+ha+maj area frac=0.0333, gr usage total=0.0391, CP Launch Type=input pin, Tot Pwr=0.000755 W, # hold bufs at CTS=0, Synth Seq Share=0.532, Reg2Reg Depth=5, Hold Crit Class=in -> async, port buffer count=11, I/O pins=12, Main synth FF type=dfrtp_1, main logic family after synthesis=simple AND/OR/NAND/NOR gates, Die X=92 um, diodes inserted=0, initial antenna violation count=0, reg-to-reg critical path startpoint=u_cntwithen.oCnt[0]$_DFF_PN0_, FMAX=603 MHz, ys flops=16, final hold vios=0, total grt overflow=0, Post-CTS Resized=0, Final Setup Violations=0, Worst-path clk slew=60 ps, Worst EP arrival=1830 ps, min cycle time layout=1660 ps, Worst Setup End Kind=flop, Post-Syn Area=752 um2, FP Core Util=0.148, total CTS buffers=3, DR pass1 iterations=2, Synth top cells by count=16 x dfrtp_1, 9 x a21oi_1, 6 x o21ai_0, 5 x nor2_1, fin util=0.208, DRT iter0 DRCs=23, RSZ-0062 raised after global routing=no, part of the power in combinational logic=0.078, syn_area_per_cell=10.6 um2, area added between synthesis and finish=40.1%, die height=92 um, worst r2r dst=u_cntwithen.oCnt[7]$_DFF_PN0_, root buffer cell=clkbuf_8, critical path required time=1980 ps, net switching power=0.000158 W, HPWL Detailed=1120 um, clock sink count=16, yosys xor share=0.0582, yosys cell count=71, worst-path fanout max=9, dpl cell area=998 um2, top-count cell post-synth=dfrtp_1, Flop pwr share=0.504, Post-CTS Setup Repair Bufs=0, remaining antenna violation count after routing=0, Switching Fraction=0.210, Post-synth EDFFs=0, Register-to-Register Setup Slack=330 ps, clock power share=0.418, # fillers=583, Routed WL per cell=9.78 um, row count=26, Yosys top cell by area=dfrtp_1, RD Place Congestion=0.733, Synth mux share=0, MI comb area=340 um2, Ys Warns=3, relative slew slack=0.845, core area=0.00507 mm2, number of global-route vias before repair=573, first-pass GRT wire length=2740 um
==> routing by layer <==
metal / wire length, um / track usage / vias to the layer above / share of wire
met1: 837 / 0.0556 / 282 / 0.53
met2: 609 / 0.0541 / 14 / 0.38
li1: - / - / 304 / -
met4: 12 / 0.00257 / 0 / 0.0076
met3: 126 / 0.0198 / 2 / 0.079
met5: 0 / 0 / - / 0
==> how the worst min path moves through the flow <==
stage | from | to | slack [ps] | cells after the start
CTS | iRstN | u_sobolrng_core.oRand[0]$_DFFE_PN0P_ | 440 | 2
global route | iRstN | u_cntwithen.oCnt[1]$_DFF_PN0_ | 450 | 2
finish | iRstN | u_sobolrng_core.oRand[0]$_DFFE_PN0P_ | 440 | 2
==> critical path, cell delays in order <==
cell and delay [ps]:
clkdlybuf4s50_1 480, buf_4 120, nand4_2 200, or4_1 520, a21oi_1 150
==> logic make-up after synthesis <==
logic type | after synthesis
and+or+nand+nor | 28
AOI/OAI and AO/OA | 18
DFF | 16
xor gates and xnor gates | 5
buffers and inverters | 2
adders and majority gates | 2
==> power groups by stage <==
stage,sequential (W),combinational [W],clock [W]
6_report,0.000380,0.0000590,0.000315
5_1_grt,0.000382,0.0000688,0.000348
4_1_cts,0.000380,0.0000607,0.000329
==> stage by stage <==
step	std cells	hold slack (ps)	setup TNS, ps	worst slack [ps]
2_1_floorplan	71	64.4	0	360
3_3_place_gp	158	523	-437	-124
3_5_place_dp	158	533	-461	-117
4_1_cts	162	445	0	143
5_1_grt	162	453	0	42.2
6_report	162	438	0	141
==> cells in the final DEF, fill, tap and decap left out <==
cell             Yosys  final
a21oi_1              9      9
buf_4                1      8
clkbuf_8             0      4
clkdlybuf4s50_1      0     11
dfrtp_1             16     16
ha_1                 2      2
nand2_1              3      3
nand2b_1             1      1
nand3_1              2      2
nand3_2              1      1
nand4_1              1      1
nand4_2              1      1
nand4b_1             1      1
nor2_1               5      5
nor2b_1              3      3
o21ai_0              6      6
o31ai_1              3      3
or2b_1               1      1
or3_1                3      3
or3_2                3      3
or4_1                3      3
xnor2_1              2      2
xor2_1               3      3
==> sequential cells by signal (all words and copies together) (netlist names) <==
register               cells
u_sobolrng_core.oRand      8
u_cntwithen.oCnt           8
==> area by class of cell <==
type	count	share of cell area
sequential	16	0.380
multi-input combinational	53	0.323
timing repair buffer	19	0.162
tap	70	0.0831
clock buffer	4	0.0523
Power is estimated from default activity; no workload was simulated.
